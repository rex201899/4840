===== /design/flow/design.v =====
module lab1(input logic        CLOCK_50,
            input logic  [3:0] KEY,  
            output logic [6:0] HEX0, HEX1, HEX2, HEX3, HEX4, HEX5 ); 
   logic [3:0] a;          
   logic [7:0] din, dout;  
   logic       we;         
   logic       clk;
   assign clk = CLOCK_50;
   hex7seg h0( .a(a),         .y(HEX5) ),  
           h1( .a(dout[7:4]), .y(HEX3) ),  
           h2( .a(dout[3:0]), .y(HEX2) );  
   controller c( .* );  
   memory m( .* );
   assign HEX4 = 7'b111_1111;  
   assign HEX1 = 7'b111_1111;
   assign HEX0 = 7'b111_1111;
endmodule
module controller(input logic        clk,
                  input logic  [3:0] KEY,
                  input logic  [7:0] dout,
                  output logic [3:0] a,
                  output logic [7:0] din,
                  output logic 	    we);
   logic [3:0] key_old, key_filtered;
   logic key_is_unique;
   logic [3:0] a_updated;
   always_ff @(posedge clk) begin
      a            <= a_updated;
      key_old      <= KEY;
      key_filtered <= ~KEY & key_old & {4{key_is_unique}};
   end
   assign key_is_unique = (KEY == 4'b0111 | KEY == 4'b1011 | 
      KEY == 4'b1101 | KEY == 4'b1110);
   assign we = key_filtered[0] | key_filtered[1];
   always_comb begin
      a_updated = a;
      if (key_filtered[2])
         a_updated = a + 1;
      else if (key_filtered[3])
         a_updated = a - 1;
   end
   always_comb begin
      din = 0;
      if (key_filtered[0])
         din = dout + 1;
      else if (key_filtered[1])
         din = dout - 1;
   end
endmodule
module hex7seg(input logic  [3:0] a,
               output logic [6:0] y);
   always_comb
      case (a)
         4'd0:    y = 7'b100_0000;  
         4'd1:    y = 7'b111_1001;  
         4'd2:    y = 7'b010_0100;  
         4'd3:    y = 7'b011_0000;  
         4'd4:    y = 7'b001_1001;
         4'd5:    y = 7'b001_0010;
         4'd6:    y = 7'b000_0010;
         4'd7:    y = 7'b111_1000;
         4'd8:    y = 7'b000_0000;
         4'd9:    y = 7'b001_0000;
         4'd10:   y = 7'b000_1000;
         4'd11:   y = 7'b000_0011;
         4'd12:   y = 7'b100_0110;
         4'd13:   y = 7'b010_0001;
         4'd14:   y = 7'b000_0110;
         4'd15:   y = 7'b000_1110;  
         default: y = 7'b000_0000;
      endcase
endmodule
module memory( input logic         clk,
               input logic  [3:0]  a,
               input logic  [7:0]  din,
               input logic         we,
               output logic [7:0]  dout);
   logic [7:0]  mem [15:0];
   always_ff @(posedge clk) begin
      if (we) mem[a] <= din;
      dout <= mem[a];
   end
endmodule

===== /design/flow/run.sh =====
#!/bin/bash
# OpenROAD 26Q1-2900-gdf79404cd8, Yosys 0.63+post, stock flow scripts
make -C /OpenROAD-flow-scripts/flow DESIGN_CONFIG=/design/flow/config.mk WORK_HOME=/design/flow/orfs finish

===== /design/flow/config.mk =====
export PLATFORM = sky130hd
export DESIGN_NAME = lab1
export DESIGN_NICKNAME = lab1
export VERILOG_FILES = /design/flow/design.v
export SDC_FILE = /design/flow/constraint.sdc
export NUM_CORES = 4
export LEC_CHECK = 1
export CORE_UTILIZATION = 40

===== /design/flow/constraint.sdc =====
current_design lab1

set clk_period 5.9
set clk_io_pct 0.2

create_clock -name clk0 -period $clk_period [get_ports {CLOCK_50}]

set non_clock_inputs [all_inputs -no_clocks]
set_input_delay [expr $clk_period * $clk_io_pct] -clock clk0 $non_clock_inputs
set_output_delay [expr $clk_period * $clk_io_pct] -clock clk0 [all_outputs]

==> deck_impl_summary.md <==
Implementation Results

Logic synthesis
  – Synth cell types: 50
  – Dominant flop cell: edfxtp_1
  – Max-area cell share: 57.3%
  – Mapped Area: 6920 um2
  – Synth Register Bits: 155
  – Commonest cells in the netlist: edfxtp_1 (132), nor2_1 (29), dfxtp_1 (23), nand2_1 (23), mux4_2 (22)
  – Avg Cell Area, Syn: 16.1 um2
  – Top cells, area: edfxtp_1 (57%), mux4_1 (7.2%), mux4_2 (7.2%), dfxtp_1 (6.7%), ha_1 (3.4%)
  – Post-synth EDFFs: 132
  – Synth Warn #: 3
  – Seq share, synth: 63.9%
  – Synth Instances: 430
  – Chip Area, Yosys: 6920 um2
  – Top-count cell post-synth: edfxtp_1
  – Post-synth top area cell: edfxtp_1
  – Yosys cell count: 430
  – Async set-or-reset flop fraction in the synthesized netlist: 0%

Status
  – Status: complete, no violations

Floorplan
  – Die area: 17800 um2
  – Initial Utilization: 41.3%
  – IO Count: 47
  – Die X-Extent: 134 um
  – Die height: 134 um
  – Rows: 47
  – CORE AREA: 16800 um2

Final timing
  – Slew headroom: 37.9%
  – Final hold viol count: 0
  – Slew Viols, Final: 0
  – Fin crit period: 3.50 ns
  – Tcrit/Tclk final: 59.4%
  – FMAX: 0.286 GHz
  – Final setup margin: 2.40 ns
  – Setup violators final: 0
  – RSZ-0062 raised after global routing: false
  – Slew @ Worst Pin: 0.929 ns
  – Worst Skew: 0.0105 ns
  – Sum Neg Setup Slack: 0 ns

Worst setup path
  – Bufs and invs on worst path: 1
  – Crit-path max FO: 25
  – Family with the most delay on the worst path: flip-flops
  – Crit path cell chain: nor2_1 > or3b_2 > o21ai_0 > clkdlybuf4s50_1
  – Worst path slowest cell: dfxtp_1
  – Max incr delay on CP: 0.78 ns
  – CP required: 4.72 ns
  – Crit Path Class: reg2out
  – Startpoint types: flip-flop
  – Worst EP arrival: 2.32 ns
  – Type of destination of the critical path: output pin

Global route
  – First-pass GRT wire length: 20300 um
  – Number of global-route vias before repair: 3765
  – GR Util All Layers: 16.2%
  – Initial antenna violation count: 0
  – GR Overflow Total: 0
  – Largest net degree at the start of global routing: 39

Drt
  – Drt first-iter violations: 256
  – Via count: 3651
  – Wire length on met1: 5490 um
  – Post-DRT Antenna Nets: 0
  – Final WL: 12700 um
  – Diode count: 0
  – DRT Pass-1 Iters: 4
  – Wire length on met3: 1250 um
  – Mean routed wirelength per cell: 18.2 um
  – Drt via density: 5.21
  – DRC: 0
  – Met2 wire length: 5860 um
  – Max Used Layer: met4

CTS
  – CTS Sinks: 155
  – Number of CTS-inserted buffers: 17
  – Hold_buf cts: 0
  – Worst-skew pair later-pin latency: 0.42 ns
  – Root Buffer: clkbuf_16
  – Clk pin slew, worst setup/hold paths: 0.06 ns
  – H-tree depth: 4
  – TritonCTS clock tree: built
  – Post-CTS Setup Bufs: 0
  – Post-CTS sizing: 0
  – Clock Path Buffers: 2

Power
  – Cell Pwr Density: 297 nW/um2
  – Lkg Pwr: 2.83 nW
  – Power, Total: 0.00236 W
  – Worst VDD drop: 0.191 mV

Layout
  – Finished Layout Cells: 701
  – Share of cells above drive strength 1: 14.8%
  – Logic area: 2230 um2
  – P&R area growth vs syn: 14.7%
  – Storage cell area: 4420 um2
  – Fillers: 1381

Place
  – Placed insts: 670
  – Buffers on Ports: 25
  – Routability-driven placement congestion ratio: 0.858
  – Post-place setup slack: 2.85 ns
  – Detailed Place HPWL: 8360 um

Job
  – Max cap viols: 0
  – OpenROAD warning count: 38

Min path
  – Worst Hold Class: reg2reg
## layout by cell type, fill, tap and decap left out, drive strengths merged, types with 2 or more instances in the layout
cell type      synthesis  layout
nand3                  7       7
nor2b                  3       3
dfxtp                 23      23
nand2b                 6       6
a31oi                  3       3
clkbuf                12      18
o21ai                 14      14
nor3                  11      11
clkinv                 0       2
o211ai                 3       3
mux2i                  7       7
edfxtp               132     132
xnor2                  4       4
clkdlybuf4s50          0      25
nand4                  3       3
or3                    2       2
ha                    19      19
nor2                  29      29
nand2                 23      23
a2bb2oi                2       2
a221oi                 2       2
mux4                  41      41
o22ai                  2       2
conb                   1      21
a22o                   2       2
buf                   29      16
inv                   16      25
xor2                   2       2
a21oi                 14      14
o2bb2ai                3       3
## tightest hold or removal path: cells and delay by family (launching register included)
family / cells / cell delay (ns)
simple gates: 2 / 0.08
flops: 1 / 0.30
## metal layers
layer  up-vias  GRT usage [%]
met4         0           1.83
li1       1722              -
met3        12           8.28
met5         -           1.67
met1      1764           24.2
met2       153           23.7
## report_power, final
| part | internal [W] | switching (W) | total [W] |
|---|---|---|---|
| clock | 0.000600 | 0.000459 | 0.00106 |
| sequential | 0.00119 | 0.00000999 | 0.00120 |
| combinational | 0.0000499 | 0.0000462 | 0.0000962 |
| total | 0.00184 | 0.000516 | 0.00236 |
## path summary, 6_finish.rpt
kind                      from                 to  slack (ns)  depth (start not counted)
hold reg to reg   c.key_old[2]  c.key_filtered[2]        0.42                          2
setup reg to reg        c.a[1]            HEX5[3]        3.30                          8
setup / recovery     m.dout[2]            HEX2[0]        2.40                          4
hold / removal    c.key_old[2]  c.key_filtered[2]        0.42                          2
## area by class of cell
type	count	share of cell area (%)
flip-flops and latches	155	55.7
multi-input cells	238	28.1
clock buffers	18	5.41
repair buffers	41	4.67
well taps	220	3.47
clock inverters	13	1.91
inverters	16	0.757
## kinds of logic after synthesis
logic type | count (synthesis) | synth area share, %
compound gates | 52 | 4.85
xor+xnor | 6 | 0.759
fa+ha+maj | 20 | 3.73
buf+inv | 57 | 4.95
flops | 155 | 63.9
mux | 49 | 15.6
other cells | 1 | 0.0542
simple gates | 90 | 6.17
## stage by stage
step           util, %  hold WS, ns  instance area [um2]
2_1_floorplan        -        0.400                 6990
3_3_place_gp      43.9        0.415                 7360
3_5_place_dp      43.9        0.413                 7360
4_1_cts           47.4        0.426                 7940
5_1_grt           47.4        0.463                 7940
6_report          47.4        0.423                 7940
## registers in the layout, indices dropped and copies added (netlist names)
name and cells:
m.mem 128, m.dout 8, HEX5 7, c.a 4, c.key_filtered 4, c.key_old 4
No activity file was given, so power comes from the tool's default toggle rates.
